--- design/flow/design.v ---
module uart_rx(
    input rx, reset, clk,
    output reg [7:0] d_out,
    output reg rx_done);
    parameter IDLE = 2'b00;
    parameter START= 2'b01;
    parameter DATA = 2'b10;
    parameter STOP = 2'b11;
    reg [1:0] s_tick; reg [3:0] bit_counter; reg [7:0] d_ara; reg [9:0] deb_counter;
    always @(posedge clk, negedge reset) begin
        if(reset == 0) begin
            s_tick <= IDLE;
            bit_counter <= 4'd0;  
            d_ara <= 8'd0;
            deb_counter <= 10'd0;
        end else  
            case (s_tick) 
                IDLE: begin 
                    rx_done <= 1'b0;
                    if(rx == 0)  begin
                        s_tick <= START;
                        bit_counter <= 4'd0;
                        deb_counter <= 10'd0;
                    end
                end     
                START: begin
                    deb_counter <= deb_counter +1;
                    if(deb_counter == 434) begin
                        deb_counter <= 0;
                        s_tick <= DATA;
                    end
                end
                DATA: begin
                    deb_counter <= deb_counter +1;
                     if (bit_counter == 0) begin
                        if(deb_counter == 217) begin
                            deb_counter <= 0;
                            bit_counter <= bit_counter + 1;
                            d_ara <= {rx , d_ara[7:1]}; 
                        end
                     end else begin   
                        if(deb_counter == 434) begin
                            deb_counter <= 0;
                            bit_counter <= bit_counter + 1;
                            d_ara <= {rx , d_ara[7:1]}; 
                            if(bit_counter == 4'd7) begin
                                s_tick <= STOP; 
                            end
                        end
                    end    
                end
                STOP: begin
                    if(rx == 1) deb_counter <= deb_counter +1;
                    if(deb_counter == 434) begin
                        d_out <= d_ara;
                        rx_done <= 1'b1;
                        s_tick <= IDLE;
                    end    
                end
        endcase
    end
endmodule
--- design/flow/run.sh ---
#!/bin/bash
# OpenROAD 26Q1-2900-gdf79404cd8, Yosys 0.63+post, stock flow scripts
make -C /OpenROAD-flow-scripts/flow DESIGN_CONFIG=/design/flow/config.mk WORK_HOME=/design/flow/orfs finish
--- design/flow/config.mk ---
export PLATFORM = sky130hd
export DESIGN_NAME = uart_rx
export DESIGN_NICKNAME = uart_rx
export VERILOG_FILES = /design/flow/design.v
export SDC_FILE = /design/flow/constraint.sdc
export NUM_CORES = 4
export LEC_CHECK = 1
export CORE_AREA = 10 10 106 106
export DIE_AREA = 0 0 116 116
--- design/flow/constraint.sdc ---
current_design uart_rx

set clk_period 2.8
set clk_io_pct 0.2

create_clock -name clk0 -period $clk_period [get_ports {clk}]

set non_clock_inputs [all_inputs -no_clocks]
set_input_delay [expr $clk_period * $clk_io_pct] -clock clk0 $non_clock_inputs
set_output_delay [expr $clk_period * $clk_io_pct] -clock clk0 [all_outputs]
==> flow_summary.rst <==
Implementation results
======================

.. list-table::
   :header-rows: 1

   * - Metric
     - Value
   * - Status
     - complete, no violations
   * - Floorplan die height
     - 116 um
   * - Type of element capturing the critical path
     - register
   * - WHS Path Cells
     - 0
   * - Hold worst-path end
     - d_out[0]$_DFFE_PP_
   * - Total track usage
     - 0.0502
   * - Ratio of routed vias to standard cells
     - 4.44
   * - Count of input and output buffers
     - 11
   * - Clock transition time at the flip-flop clock pins of the worst setup and hold paths
     - roughly 0.070 ns
   * - Hold Fails Final Rpt
     - 0
   * - Stage-log warning count
     - 28
   * - Count of antenna diodes in the layout
     - 0
   * - Flip-flops with a built-in enable
     - 9
   * - Unrepaired setup endpoints after global routing
     - no
   * - Average wire length per cell after detail routing
     - approximately 11 um
   * - Cell count of the worst reg-to-reg path
     - 6
   * - Maximum resistive drop on vdd
     - 0.000173 V
   * - CP delay by family, top
     - simple AND/OR/NAND/NOR gates
   * - Worst endpoint required time
     - 2.95 ns
   * - Startpoint of the worst hold path
     - d_ara[0]$_DFFE_PN0P_
   * - Maximum achievable frequency
     - 447 MHz
   * - Slowest-stage cell, CP
     - sky130_fd_sc_hd__or4_4
   * - Kind of start point of the critical path
     - register
   * - Sum of negative setup slack
     - 0 ns
   * - Number of global-route vias before repair
     - 1181
   * - First-pass GRT wire length
     - 5640 um
   * - Core box area
     - 8850 um^2
   * - Reg-to-reg setup timing slack
     - roughly 0.56 ns
   * - Clock root buffer
     - sky130_fd_sc_hd__clkbuf_8
   * - Post-CTS setup buffer count
     - 0
   * - Tcrit/Tclk final
     - 0.798
   * - Antenna violations before repair
     - 0
   * - Routability Congestion
     - between 0.8 and 0.9
   * - Share of the core filled by cells before placement
     - 0.198
   * - Leak
     - 0.800 nW
   * - P per Cell Area
     - 692 nW/um^2
   * - Final setup viols
     - 0
   * - Cts bufs inserted
     - 5
   * - Resized Gates After CTS
     - 0
   * - Crit Path Max Fanout
     - 10
   * - Final Skew
     - 0.00109 ns
   * - Worst stage delay on the critical path
     - ~0.55 ns
   * - Maximum number of pins on one net before global-route repair
     - 16
   * - Distinct lib cells
     - 44
   * - Warning count from the yosys run
     - 1
   * - Number of buffer and inverter instances along the worst setup path
     - 1
   * - Number of top-level pins
     - 12
   * - First-pass iteration count of the detailed router
     - 4
   * - Post-synthesis cell count from yosys
     - 156
   * - Total clock sinks
     - 35
   * - Floorplan row count
     - 34
   * - Area added between synthesis and finish
     - 19.9%
   * - Drt initial violations
     - ~130
   * - Slew Viols, Final
     - 0
   * - Summed standard-cell area reported by yosys
     - 1750 um^2
   * - Ratio of cells with drive above 1 in the final layout
     - 0.159
   * - Hold buffers post-CTS
     - 0
   * - Post-DP HPWL
     - between 2000 and 2500 um
   * - CP Class
     - register to register
   * - Die ar.
     - 13500 um^2
   * - Number of violations of the max-capacitance limit
     - 0
   * - R2R Path End
     - deb_counter[7]$_DFFE_PN0P_
   * - Maximum count of clock buffers along a single path
     - 2
   * - Crit Reg-Reg Startpoint
     - bit_counter[0]$_DFFE_PN0P_
   * - Utilization of the core after routing
     - 0.237
   * - Die X
     - 116 um
   * - Clock network latency to the later pin of the worst-skew pair
     - 0.28 ns
   * - Hold/Removal Path Class
     - register to register
   * - Post-synthesis average cell area
     - 11.2 um^2
   * - H-tree depth
     - 2
   * - Time the final worst path needs with I/O delays and setup
     - 2.24 ns
   * - Flip-flop cell with the highest count after synthesis
     - sky130_fd_sc_hd__dfrtp_1
   * - Vias
     - 1260
   * - Wirelength, routed
     - between 3000 and 4000 um
   * - Cells traversed along the worst timing path
     - inv_1 -> ha_1 -> or3b_4 -> or4_4 -> a31oi_4 -> a22oi_1
   * - Post-synth ARST share
     - 0.743
   * - Worst hold margin
     - between 0.4 and 0.5 ns
   * - Arrival @ worst endpoint
     - roughly 2.4 ns
   * - Number of register bits inferred by synthesis
     - 35
   * - Worst rel slew slack
     - 0.592
   * - DRC viols
     - 0
   * - Sequential cell area fraction in the yosys report
     - 0.527
   * - Filler instances
     - 941
   * - Gate count of the mapped netlist
     - approximately 160
   * - Number of nets still failing antenna checks after routing
     - 0
   * - Synthesized area
     - between 1500 and 2000 um^2
   * - Total gr overflow
     - 0
   * - Transition time of the tightest slew-check pin
     - 0.605 ns
   * - CTS tree
     - yes
-- power breakdown --
group | total, W | switching, W | internal (W)
Combinational | 0.000357 | 0.000184 | 0.000173
Sequential | 0.000738 | 0.000134 | 0.000604
Clock | 0.000357 | 0.000184 | 0.000173
-- kinds of logic (layout without fill, tap and decap cells) --
family          after synthesis  after routing  share of synthesized area
compound gates               33             33                      0.137
xor+xnor                      4              4                     0.0200
fa+ha+maj                     5              5                     0.0357
buf+inv                      13             33                     0.0329
flops                        35             35                      0.527
mux                          10             10                     0.0636
simple gates                 56             56                      0.184
-- sequential cells by signal (all words and copies together) (netlist names) --
register	flops
deb_counter	10
bit_counter	4
d_ara	8
s_tick	4
d_out	8
rx_done	1
-- synthesized netlist by cell type, drive strengths merged, types with 5 or more instances --
library cell / count / area share
a21oi: 9 / 0.026
dfrtp: 25 / 0.36
edfxtp: 9 / 0.15
ha: 5 / 0.036
inv: 9 / 0.019
mux2: 9 / 0.058
nand2: 12 / 0.026
nand3: 9 / 0.026
nand4: 5 / 0.018
nor2: 7 / 0.015
-- layer usage --
layer | vias to the layer above | wire [um] | track usage
li1 | 630 | - | -
met3 | 7 | 205 | 0.0178
met5 | - | 0 | 0
met1 | 595 | 1620 | 0.0736
met2 | 28 | 1280 | 0.0717
met4 | 0 | 40 | 0.00751
-- cells in the final DEF (no fill, tap or decap), types with 2 or more instances in the layout --
| cell type | synthesis | routed |
|---|---|---|
| sky130_fd_sc_hd__and2_1 | 2 | 2 |
| sky130_fd_sc_hd__nor4b_1 | 2 | 2 |
| sky130_fd_sc_hd__edfxtp_1 | 9 | 9 |
| sky130_fd_sc_hd__clkinvlp_4 | 0 | 2 |
| sky130_fd_sc_hd__buf_4 | 0 | 5 |
| sky130_fd_sc_hd__nand2_1 | 12 | 12 |
| sky130_fd_sc_hd__clkbuf_8 | 0 | 5 |
| sky130_fd_sc_hd__a211oi_1 | 4 | 4 |
| sky130_fd_sc_hd__or4_1 | 2 | 2 |
| sky130_fd_sc_hd__dfrtp_1 | 25 | 25 |
| sky130_fd_sc_hd__nand3_1 | 9 | 9 |
| sky130_fd_sc_hd__ha_1 | 5 | 5 |
| sky130_fd_sc_hd__inv_1 | 9 | 9 |
| sky130_fd_sc_hd__nor4_1 | 3 | 3 |
| sky130_fd_sc_hd__o41ai_1 | 2 | 2 |
| sky130_fd_sc_hd__o21ai_0 | 3 | 3 |
| sky130_fd_sc_hd__mux2_2 | 9 | 9 |
| sky130_fd_sc_hd__o211ai_1 | 3 | 3 |
| sky130_fd_sc_hd__xnor2_1 | 4 | 4 |
| sky130_fd_sc_hd__nor2_1 | 7 | 7 |
| sky130_fd_sc_hd__and3_1 | 3 | 3 |
| sky130_fd_sc_hd__a21oi_1 | 9 | 9 |
| sky130_fd_sc_hd__o31ai_1 | 3 | 3 |
| sky130_fd_sc_hd__clkdlybuf4s50_1 | 0 | 11 |
| sky130_fd_sc_hd__nor3_1 | 2 | 2 |
| sky130_fd_sc_hd__nand4_1 | 5 | 5 |
| sky130_fd_sc_hd__a22oi_1 | 2 | 2 |
-- worst reg2reg max path, delay by kind of cell (launching register included) --
kind	cells	cell delay (ns)
AND-OR/OR-AND	2	0.51
adder cells (fa/ha/maj)	1	0.13
buffers and inverters	1	0.09
flip-flops	1	0.43
AND/OR/NAND/NOR	2	0.94
-- area by class of cell --
class / count / area (um^2) / share of cell area
clock inverters: 3 / 20.0 / 0.00954
flip-flops and latches: 35 / 922 / 0.439
well taps: 108 / 135 / 0.0644
multi-input cells: 108 / 771 / 0.367
inverters: 9 / 33.8 / 0.0161
clock buffers: 5 / 68.8 / 0.0328
repair buffers: 16 / 148 / 0.0704
-- stage by stage --
stage / setup slack [ns] / cells / cell area [um^2] / total power, W
4_1_cts: 0.566 / 284 / 2100 / 0.00146
3_3_place_gp: 0.386 / 276 / 2010 / 0.00110
2_1_floorplan: 0.629 / 156 / 1750 / 0.00100
5_1_grt: 0.354 / 284 / 2100 / 0.00156
3_5_place_dp: 0.310 / 276 / 2010 / 0.00110
6_report: 0.565 / 284 / 2100 / 0.00145
-- worst max-delay path by stage --
stage | from | end | slack (ns) | cells past startpoint
6_report | bit_counter[0]$_DFFE_PN0P_ | deb_counter[7]$_DFFE_PN0P_ | 0.56 | 6
4_1_cts | bit_counter[0]$_DFFE_PN0P_ | deb_counter[9]$_DFFE_PN0P_ | 0.57 | 6
5_1_grt | bit_counter[0]$_DFFE_PN0P_ | bit_counter[3]$_DFFE_PN0P_ | 0.35 | 6
Power and IR drop assume default switching activity.
