===== ./config.mk =====
export PLATFORM = sky130hd
export DESIGN_NAME = uart_tx
export DESIGN_NICKNAME = uart_tx
export VERILOG_FILES = /design/flow/design.v
export SDC_FILE = /design/flow/constraint.sdc
export NUM_CORES = 4
export LEC_CHECK = 1
export CORE_UTILIZATION = 30

===== ./design.v =====
module uart_tx(
    input [7:0] d_in,
    input send, clk, reset,
    output reg tx, 
	output reg busy);
    parameter IDLE = 2'b00;
    parameter START =2'b01;
    parameter DATA = 2'b10;
    parameter STOP = 2'b11;
    reg [1:0] s_tick; reg [2:0] bit_counter; reg [7:0] d_ara; reg [9:0] deb_counter;
    always @(posedge clk, negedge reset) begin
        if(reset == 0) begin
            s_tick <= IDLE;
            busy <= 1'b0;
            deb_counter <= 0;    
        end else  
            case (s_tick) 
                IDLE: begin 
                    if(send == 1) begin
                        d_ara <= d_in;
                        s_tick <= START;
                        bit_counter <= 4'd0;
                    end
                end 
                START: begin
                    busy <= 1'b1;
                    deb_counter <= deb_counter +1;
                    if(deb_counter == 434) begin
                        tx <= 1'b0;
                        deb_counter <= 0;
                        s_tick <= DATA;
                    end
                end
                DATA: begin
                    deb_counter <= deb_counter +1;
                    if(deb_counter == 434) begin
                        deb_counter <= 0;
                        bit_counter <= bit_counter + 1;
                        d_ara <= {1'b0,d_ara[7:1]};   
                        if(bit_counter < 4'd7) tx <= d_ara[0];
                        else if (bit_counter == 4'd7) begin
                            tx <= d_ara[0];
                            s_tick <= STOP;
                        end
                    end
                end
                STOP: begin
                    deb_counter <= deb_counter +1;
                    if(deb_counter == 434) begin
                        deb_counter <= 0;
                        s_tick <= IDLE;
                        tx <= 1'b1; 
                        busy <= 1'b0; 
                    end
                end
        endcase
    end
endmodule

===== ./constraint.sdc =====
current_design uart_tx

set clk_period 4.0
set clk_io_pct 0.2

create_clock -name clk0 -period $clk_period [get_ports {clk}]

set non_clock_inputs [all_inputs -no_clocks]
set_input_delay [expr $clk_period * $clk_io_pct] -clock clk0 $non_clock_inputs
set_output_delay [expr $clk_period * $clk_io_pct] -clock clk0 [all_outputs]

===== ./run.sh =====
#!/bin/bash
# OpenROAD 26Q1-2900-gdf79404cd8, Yosys 0.63+post, stock flow scripts
make -C /OpenROAD-flow-scripts/flow DESIGN_CONFIG=/design/flow/config.mk WORK_HOME=/design/flow/orfs finish

==> flow_summary.ini <==
; implementation run metrics
[status]
status = finished, final reports clean

[clock_tree]
cts_tree = yes
clk_transition_reported_paths_ns = 0.09
clk-insertion-delay-late_ns = 0.27
cts_root_buffer = clkbuf_8
clockBufferDepth = 2
numCtsBuffers = 3
htree_levels = 1
ctsHoldBuffers = 0
cts.sinks = 27
post_cts_buffers = 0
post_cts_resized = 0

[logic_synthesis]
ys_seq_share_pct = 56.7
ys.flop_type = dfrtp_1
edf_count = 12
ys_cells = 106
ys.flops = 27
synth-async-reset-ratio_pct = 55.6
synthDistinctLibCells = 38
ys_area_sq_um = 1300
syn_inst = 106
synth_area_per_cell_sq_um = 12.3
yosysWarnings = 1
syn_area_sq_um = 1300

[worst_setup_path]
slowest_delay_ns = 0.75
worstPathArrival_ns = 2.45
start_kind = register
worst-path-max-fanout = 11
cpMaxStageDelayCell = a211oi_2
end_kind = register
required_ns = 3.90
critPathKind = register to register
worstPathCellList = inv_1, ha_1, or3b_4, or3_4, a211oi_2

[sta]
setup-violations-final = 0
tns_ns = 0
finalHoldViolCount = 0
tightest_slew_ns = 0.849
fmax_ghz = 0.392
final.min_clock_period_ns = 2.55
min_period_over_period_pct = 63.7
finClkSkew_ns = 0.00737
relSlewSlack_pct = 43.3
drv_slew = 0
rsz0062_at_grt = false

[floorplan]
die_h_um = 67.8
ioPinCount = 13
chipArea_sq_um = 4600
core-area_sq_um = 4090
fp-row-count = 23
fp.dieW_um = 67.8
fp_util_pct = 31.8

[routing]
routed_wl_um = 2140
dr_total_vias = 851
vias_per_cell = 4.98
n_antenna_cell = 0
drc = 0
first_pass_iters = 4
first_iter_violations = 28
wl_per_cell_um = 12.5
ant_nets = 0

[power_and_ir_drop]
p_leak_nw = 0.600
power.share.switching_pct = 19.2
combPwrFrac_pct = 3.8
peakVddDrop_v = 0.000197
pwr-share-clk_pct = 33.2
p_per_area_nw_per_um2 = 300
internal_power_mw = 0.370
seq_power_share_pct = 63.0
power_mw = 0.458
p_sw_mw = 0.0879

[finish]
fillers = 401
drive_gt1_share_pct = 16.5
syn_to_final_growth_pct = 17.5

[place]
numPortBuffers = 12
hpwl_um = 1490
gp_congestion = 0.769

[grt]
overflow = 0
grt_use_total_pct = 10.4
grt_start_max_net_pins = 20
grt_pass1_vias = 796
grt_pass1_wl_um = 3480
antenna_found_initial = 0

[flow_run]
cap_violations = 0
warning_count = 26

[min_path]
hold_path.class = register to register
-- path summary, 6_finish.rpt --
path                                         endpoint  cells past startpoint  slack, ns                       start
max                                d_ara[1]$_DFFE_PP_                      5       1.45  deb_counter[0]$_DFFE_PN0N_
min                        deb_counter[9]$_DFFE_PN0N_                      1       0.47  deb_counter[9]$_DFFE_PN0N_
max reg2reg                        d_ara[1]$_DFFE_PP_                      5       1.45  deb_counter[0]$_DFFE_PN0N_
min reg2reg                deb_counter[9]$_DFFE_PN0N_                      1       0.47  deb_counter[9]$_DFFE_PN0N_
max in group asynchronous         s_tick[0]$_DFF_PN1_                      2       2.91                       reset
min in group asynchronous  deb_counter[6]$_DFFE_PN0N_                      2       0.83                       reset
-- flip-flops by register name, indices dropped and copies added, names as in the netlist --
register and count:
tx 1, bit_counter 3, d_ara 8, deb_counter 10, s_tick 4, busy 1
-- synth_stat cells, drive strengths merged, types with 2 or more instances --
library cell   n  area share [%]
dfrtp         14              27
or3            3             1.8
nand4          2            0.96
nor2b          3             1.4
xor2           2             1.3
a21oi          4             1.5
mux2           7             6.1
edfxtp        12              28
nand3          2            0.77
a21o           3             1.7
ha             4             3.9
or4            3             1.7
nor2           4             1.2
nor3           3             1.5
o21ai          7             2.7
o31ai          5             2.9
buf            2            0.96
inv            5             1.4
and2           2            0.96
nor4           2             1.4
nand2          5             1.4
-- cell families after synthesis --
group	count (synthesis)	synth area share (%)
buf+inv	8	2.69
simple gates	34	16.8
flops	27	56.7
mux	7	6.06
fa+ha+maj	4	3.85
xor+xnor	3	2.02
compound gates	23	11.8
-- through the flow --
step / instance area [sq um] / util, % / std cells / hold WS [ns] / setup WS, ns
floorplan: 1300 / - / 106 / 0.434 / 1.68
global placement: 1480 / 36.3 / 167 / 0.453 / 1.24
detailed placement: 1480 / 36.3 / 167 / 0.450 / 1.21
CTS: 1530 / 37.4 / 171 / 0.467 / 1.43
global route: 1530 / 37.4 / 171 / 0.480 / 1.31
finish: 1530 / 37.4 / 171 / 0.466 / 1.45
-- power groups by stage --
stage / Clock (mW) / Combinational (mW) / Sequential [mW]
CTS: 0.158 / 0.0177 / 0.289
global route: 0.168 / 0.0192 / 0.289
finish: 0.152 / 0.0173 / 0.289
-- layout make-up --
type	count	area (sq um)	area share (%)
Sequential cell	27	737	48.2
Multi-Input combinational cell	71	528	34.6
Timing Repair Buffer	14	135	8.85
Tap cell	50	62.6	4.09
Clock buffer	3	41.3	2.70
Inverter	5	18.8	1.23
Clock inverter	1	5.00	0.328
-- routing by layer --
| layer | part of all wire [%] | GRT usage [%] | up-vias | wire length, um |
|---|---|---|---|---|
| met5 | 0 | 0 | - | 0 |
| met4 | 0.61 | 0.781 | 0 | 13 |
| met3 | 3.5 | 2.53 | 2 | 75 |
| met2 | 48 | 17.6 | 14 | 1020 |
| met1 | 48 | 14.7 | 409 | 1030 |
| li1 | - | - | 426 | - |
-- worst max-delay path: cells and delay by family, from the launching register on --
kind	cells	cell delay (ns)
simple gates	2	0.79
compound gates	1	0.75
fa+ha+maj	1	0.14
flops	1	0.43
buf+inv	1	0.07
-- cells in the final DEF (no fill, tap or decap), types with 2 or more instances in the layout --
cell type and instances:
or4_1 3, mux2_2 7, a21oi_1 4, nand4_1 2
edfxtp_1 12, xor2_1 2, inv_1 5, clkdlybuf4s50_1 12
nor2b_1 3, nor2_1 4, buf_4 2, dfrtp_1 14
nor3_1 2, nand2_1 5, nand3_1 2, clkbuf_8 3
o21ai_0 6, ha_1 4, o31ai_1 5, a21o_1 3
and2_1 2, or3_1 2
Power figures rest on the tool's default switching activity, not on a simulated workload.
